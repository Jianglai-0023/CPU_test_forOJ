--- flow/design.v ---
module RegFile(
    input wire clk,rdy,rst,
    input wire  [4 : 0]     rs1,rs2,
    output wire             rs1_ready, rs2_ready,
    output wire [31 : 0]    rs1_val,rs2_val,
    input wire rd_in_flag,rd_out_flag,
    input wire [4 : 0] rd_in_a,rd_out_a,
    input wire [31 : 0] rd_out_val,
    input wire [3 : 0] rd_in_rob,rd_out_rob
);
reg  [31 : 0]    reg_val    [31:0];        
reg  [31 : 0]    reg_state;              
reg  [ 3: 0]    ROB_pos     [31: 0];     
integer i;
assign rs1_ready = (rs1==0) ? 1 : reg_state[rs1];
assign rs2_ready = (rs2==0) ? 1 : reg_state[rs2];
assign rs1_val = (rs1==0) ? 0 : (reg_state[rs1] ?  reg_val[rs1] : {28'b0,ROB_pos[rs1]});
assign rs2_val = (rs2==0) ? 0 : (reg_state[rs2] ? reg_val[rs2] : {28'b0,ROB_pos[rs2]});
always @(posedge clk) begin
    if(rst)begin
        for(i = 0; i < 32; i = i+1)begin
        reg_val[i] <= 32'b0;
        ROB_pos[i] <= 4'b0;
    end
        reg_state <= ~(32'b0);
            for (i = 0; i < 32; i = i + 1)begin
                reg_val[i] <= 32'b0; 
            end
    end
    else if(!rdy)begin
    end
    else begin 
        if(rd_in_flag && rd_out_flag && rd_in_a == rd_out_a)begin
           if(rd_in_a==0)begin 
            end
            else begin
                reg_val[rd_in_a] <= rd_out_val;
                reg_state[rd_in_a] <= 0;
                ROB_pos[rd_in_a] <= rd_in_rob; 
            end 
        end
        else begin
            if(rd_in_flag)begin
                if(rd_in_a==0)begin 
                end
                else begin
                    reg_state[rd_in_a] <= 0;
                    ROB_pos[rd_in_a] <= rd_in_rob; 
                end
            end
            if(rd_out_flag)begin
                if(rd_out_a==0)begin
                end
                else begin
                    if(ROB_pos[rd_out_a] != rd_out_rob)begin
                        reg_val[rd_out_a] <= rd_out_val;
                    end
                    else begin
                        reg_val[rd_out_a] <= rd_out_val;
                        reg_state[rd_out_a] <= 1;
                    end
                end 
            end 
        end
    end
end
endmodule
--- flow/run.sh ---
#!/bin/bash
# OpenROAD 26Q1-2900-gdf79404cd8, Yosys 0.63+post, stock flow scripts
make -C /OpenROAD-flow-scripts/flow DESIGN_CONFIG=/design/flow/config.mk WORK_HOME=/design/flow/orfs finish
--- flow/config.mk ---
export PLATFORM = sky130hd
export DESIGN_NAME = RegFile
export DESIGN_NICKNAME = RegFile
export VERILOG_FILES = /design/flow/design.v
export SDC_FILE = /design/flow/constraint.sdc
export NUM_CORES = 4
export LEC_CHECK = 1
export CORE_UTILIZATION = 50
--- flow/constraint.sdc ---
current_design RegFile

set clk_period 19.2
set clk_io_pct 0.2

create_clock -name clk0 -period $clk_period [get_ports {clk}]

set non_clock_inputs [all_inputs -no_clocks]
set_input_delay [expr $clk_period * $clk_io_pct] -clock clk0 $non_clock_inputs
set_output_delay [expr $clk_period * $clk_io_pct] -clock clk0 [all_outputs]
==> run notes <==
Summary of the current implementation state.

- The flow ran to the end, and the final reports show no timing, DRC or antenna violations.
- Per the summary, power density relative to cell area is 87.13 nW/um^2.
- For reference, the placement row count at floorplan is 132.
- The height of the die is 364.3 microns, for reference.
- Counting endpoints that fail hold in the final report gives 0.
- The floorplan step defined a die boundary enclosing 132700 sq um.
- The number of hold buffers added after CTS is 0, for reference.
- The commonest cells after synthesis are edfxtp_1, and2_1, mux4_2.
- The report shows a maximum critical-path fanout of 50.
- The area of the mapped netlist is 65630 sq um, for reference.
- The average instance in the mapped netlist occupies 15.41 sq um.
- Entering global routing, the biggest net connects 100 pins.
- The required time reported for the critical path endpoint is 15.36 ns, for reference.
- TritonRoute output was used to compute an average wire per cell of 35.67 microns.
- TritonCTS built the clock tree.
- The net switching power is 1575 uW, for reference.
- The placed wire-length estimate is 123700 microns, for reference.
- In this run the post-CTS setup repair buffer count came out at 0.
- The core region area is 129800 sq um, for reference.
- The initial antenna violation count came to 13.
- The number of global-route vias before repair is 42110, for reference.
- The antenna violation net count after detailed routing is 0, for reference.
- On the critical path, the stage with the largest delay is an instance of buf_4.
- In this run the number of H-tree levels came out at 4.
- Overall power consumption after layout is estimated at 6364 uW.
- For reference, the critical path cell chain is buf_8, buf_4, buf_4, buf_4, buf_4, mux4_2, mux4_2, mux2i_1, nor2_1, clkdlybuf4s50_1.
- The reg-to-reg critical path startpoint is ROB_pos[23][0], for reference.
- The synthesized design contains 1152 enable-type register cells.
- After routing, the total negative slack on setup checks comes to 0 ns.
- The most common cell type on the critical path is buf_4, for reference.
- The aoi/oai-family share of the synthesized area is 0.01634, for reference.
- The data arrival time reported for the critical path is 8.88 ns.
- The min-delay analysis places its worst path in the category register to register.
- The final route contains 39400 vias.
- The overall fraction of global-route tracks in use is 0.3761, for reference.
- Warnings reported by Yosys during synthesis add up to 1.
- Post-CTS repair changed the size of 0 cells.
- The first detailed-routing pass took 7 iterations.
- The count of tool warnings is 33, for reference.
- RePlAce ended its routability-driven mode at a weighted congestion of 0.9286.
- Setup repair after global routing left no endpoint under its margin.
- Per the final report, max-transition violations number 0.
- Yosys mapped the design onto 44 distinct sky130hd cell types.
- The upper clock frequency limit is 78.60 MHz, for reference.
- The setup slack after placement is 6.361 ns, for reference.
- The critical path endpoint is rs2_val[11], for reference.
- The first global-routing pass estimated 307800 microns of wire.
- The cell count in the Yosys report is 4258, for reference.
- The number of setup violations in the final report is 0, for reference.
- The clock insertion delay at the later pin of the skew report is 0.78 ns, for reference.
- The clock net sink count is 1184, for reference.
- Cell internal power was estimated by the tool at 4788 uW.
- The number of input and output port buffers inserted is 130, for reference.
- The clock tree buffer depth is 3, for reference.
- The chip area line in the Yosys stat output reads 65630 sq um.
- The synthesis report lists the most area-consuming cells as edfxtp_1, mux4_2, and2_1.
- The critical path's largest stage delay is 0.62 ns, for reference.
- The relative contribution of sequential cells to total power is 0.477, for reference.
- Of the total synthesized cell area, the portion taken by AND, OR, NAND and NOR gates is 0.1382.
- OpenSTA lists the critical path startpoint as rs2[0].
- The clock group share of total power is 0.395, for reference.
- After technology mapping, the gate count stands at 4258.
- The final worst hold slack is 0.5162 ns, for reference.
- The flop and latch count out of synthesis is 1184, for reference.
- The area growth from synthesis to layout is 11.28%, for reference.
- STA classifies the critical path endpoint as an output port.
- The switching portion of total power comes to 0.2476.
- edfxtp_1 takes more of the synthesized area than any other cell.
- In the routed design, unresolved DRC markers number 0.
- The CTS report gives the tree buffer count as 135.
- The clock-pin transition on the worst setup and hold timing paths is 0.06 ns, for reference.
- The setup skew after layout is 0.02357 ns, for reference.
- The x dimension of the die is 364.3 microns, for reference.
- Across the run, the number of max-cap violations was 0.
- The CTS root buffer is clkbuf_16, for reference.
- Counting flops with an async set or reset pin after synthesis yields a share of 0.
- The fraction of the cycle the final worst path needs is 0.6626, for reference.
- The layout has 10040 filler cells.
- Subtracting the final worst setup slack from the clock period gives 12.72 ns.
- The adder-cell share of the synthesized area is 0.002097, for reference.
- The setup path with the least slack is of type input pin to output port.
- STA reports a reg2reg setup slack of 16.34 ns.
- The xor and xnor area share after synthesis is 0.001868, for reference.
- Pin placement for this block handled 131 I/O pins.
- The path depth of the worst reg2reg path is 8, for reference.
- The worst-case max-slew headroom was logged as 0.3554.
- The share of synthesized area in the top cell type comes to 0.5271.
- The worst IR drop on VDD is 94.64 uV, for reference.
- The final timing report gives a worst setup slack of 6.477 ns.
- The startpoint kind of the worst setup timing path is an input pin, for reference.
- The floorplan step records an initial core utilization of 0.5056.
- The mux cell area share after synthesis is 0.2760, for reference.
- The aggregate global routing overflow is 0, for reference.
- The endpoint identified for the worst register-to-register timing path is reg_state[5].
- The main logic family after synthesis is multiplexers, for reference.
- Per the log, the first TritonRoute iteration ended with a DRC count of 2965.
- The most popular library cell in the synthesized design by count is edfxtp_1, for reference.
- The routed design has 217900 microns of wire.
- The commonest register cell after synthesis is edfxtp_1, for reference.
- The sequential cell area fraction in the yosys report is 0.5368, for reference.
- The share of final-layout standard cells stronger than drive strength 1 is 0.2775, for reference.
- The actual transition at the worst max-transition pin is 0.9637 ns, for reference.
- The detail-routed via count per cell is 6.452, for reference.
- The leakage component of the power was reported as 0.02493 uW.
- The power share of the combinational group is 0.129, for reference.
==> cells in the final DEF, fill, tap and decap left out, drive strengths merged, types with 54 or more instances in the layout <==
cell type	synthesis	final
mux2i	124	124
a21oi	63	63
nand2	68	68
o21ai	76	76
mux4	744	744
buf	130	178
nor2	144	144
edfxtp	1152	1152
clkbuf	308	170
and2	1120	1120
or2	54	54
clkdlybuf4s50	0	118
clkinv	0	55
==> sequential cells by signal, summed over array words and instances, names as in the netlist <==
name / flops
reg_val: 1024
reg_state: 32
ROB_pos: 128
==> layout make-up <==
type / count / area (sq um) / area share
Antenna cell: 8 / 20.02 / 0.0002741
Tap cell: 1742 / 2180 / 0.02984
Timing Repair Buffer: 296 / 2610 / 0.03574
Sequential cell: 1184 / 35230 / 0.4824
Clock buffer: 170 / 3637 / 0.04980
Inverter: 14 / 52.55 / 0.0007195
Clock inverter: 71 / 591.8 / 0.008103
Multi-Input combinational cell: 2622 / 28710 / 0.3931
==> worst max-delay path: cells and delay by family <==
kind / cells / cell delay, ns
buf+inv: 6 / 3.32
mux: 3 / 1.37
simple gates: 1 / 0.18
==> power by group through the flow <==
stage / registers, uW / clock network (uW) / logic, uW
after CTS: 3030 / 2550 / 816
after global routing: 3050 / 2640 / 861
final: 3030 / 2510 / 819
==> worst min-delay path by stage <==
| stage | start | to | slack (ns) | cells past startpoint |
|---|---|---|---|---|
| 4_1_cts | reg_state[0] | reg_state[0] | 0.52 | 2 |
| 5_1_grt | reg_state[26] | reg_state[26] | 0.55 | 2 |
| 6_report | reg_state[11] | reg_state[11] | 0.52 | 2 |
==> metrics by stage <==
step	area, sq um	util	cells
final	73030	0.5626	6107
after global routing	73020	0.5625	6102
after CTS	73010	0.5624	6099
after detailed placement	68780	0.5299	5858
after global placement	68780	0.5299	5858
after floorplan	65630	-	4258
==> cells by family (layout without fill, tap and decap cells) <==
| logic type | after synthesis | after routing |
|---|---|---|
| and+or+nand+nor | 1532 | 1532 |
| DFF | 1184 | 1184 |
| muxes | 878 | 878 |
| buffers and inverters | 452 | 551 |
| AOI/OAI and AO/OA | 187 | 187 |
| xor gates and xnor gates | 14 | 14 |
| adders and majority gates | 11 | 11 |
| other | 0 | 8 |
==> per-layer routing <==
layer / track usage / up-vias / share of wire
li1: - / 16480 / -
met1: 0.4793 / 19540 / 0.31
met2: 0.5283 / 2843 / 0.46
met3: 0.2759 / 514 / 0.18
met4: 0.1177 / 24 / 0.042
met5: 0.03958 / - / 0.0025
No activity file was given, so power comes from the tool's default toggle rates.
