### flow/design.v
module LSB(
    input wire          clk,rst,rdy,
    input wire          op_flag,
    input wire [5 : 0]  opcode,
    input wire [31 : 0] imm,
    input wire [4 : 0]  rd,
    input wire [31 : 0] rs1_val_, rs2_val_,
    input wire          is_val1,is_val2,
    input wire [6 : 0]  ophead,
    input wire [3: 0]  input_reorder,
    output wire          flag,    
    output reg [31 : 0] addr,    
    input wire [31 : 0] val_in,
    input wire          mem_ok,
    output reg [31 : 0] val_out,
    output reg [5 : 0]  lsb_op,
    output reg [3: 0] rob_reorder,
    output reg [31 : 0]lsb_val,
    output reg         lsb_flag,
    output wire        isfull,
    output reg [5 : 0] lsb_rob_op,
    input wire [3: 0] alu_reorder,
    input wire [31 : 0] alu_val,
    input wire          alu_flag,
    input wire [5 : 0]  alu_op
);
    reg full;
    reg [5: 0]     ins                 [15: 0];      
    reg [15: 0]     is_commit                  ;      
    reg [31: 0]     imm_val             [15: 0];    
    reg [31: 0]     rs1_val             [15: 0]; 
    reg [31: 0]     rs2_val             [15: 0]; 
    reg [15: 0]     rs1_ready,rs2_ready        ;
    reg [3: 0]     ROB_idx             [15: 0];       
    reg [3: 0]     front,rear;                       
    integer i;
    reg tomem_flag;
assign isfull = full;
assign flag = !mem_ok & tomem_flag;
always @(*) begin
    if(rst)begin
        if(is_commit==16'b0)begin
            full = 1;
        end
        else full = 0;
    end
    else if(!rdy)begin
        if(is_commit==16'b0)begin
            full = 1;
        end
        else full = 0;
    end
    else begin
        if(is_commit==16'b0)begin
            full = 1;
        end
        else full = 0;
    end
end
always @(posedge clk) begin 
    if(rst)begin
        for(i = 0; i < 16; i=i+1)begin
            ROB_idx[i] <= 4'b0;
            imm_val[i] <= 32'b0;
             ins[i] <=6'b0;
            rs1_val[i] <= 32'b0;
            rs2_val[i] <= 32'b0;
        end
        tomem_flag <= 0;
        is_commit <= 16'b1111111111111111;
        rs1_ready <= 16'b0;
        rs2_ready <= 16'b0;
        front <= 4'b0;
        rear <= 4'b0;
        lsb_flag <= 1'b0;
    end
    else if(!rdy)begin
    end
    else begin 
        if(!full&&op_flag)begin
            case(ophead)
            7'd103:begin
                ins[rear] <= opcode;
                imm_val[rear] <= imm;
                rs1_val[rear] <= rs1_val_;
                rs2_val[rear] <= rs2_val_;
                rs1_ready[rear] <= is_val1;
                rs2_ready[rear] <= is_val2; 
            end
            7'd99:begin
                ins[rear] <= opcode;
                imm_val[rear] <= imm;
                rs1_val[rear] <= rs1_val_;
                rs2_val[rear] <= rs2_val_;
                rs1_ready[rear] <= 1;
                rs2_ready[rear] <= 1;
                rear <= -(~rear);
                is_commit[rear] <= 1'b0;
            end
            7'd3:begin
                ins[rear] <= opcode;
                rs1_val[rear] <= rs1_val_;
                rs2_val[rear] <= rs2_val_;
                rs1_ready[rear] <= is_val1;
                rs2_ready[rear] <= is_val2;
                rear <= -(~rear); 
                is_commit[rear] <= 1'b0;
                ROB_idx[rear] <= input_reorder;
            end
            7'd35:begin
                ins[rear] <= opcode;
                imm_val[rear] <= imm;
                rs1_val[rear] <= rs1_val_;
                rs2_val[rear] <= rs2_val_;
                rs1_ready[rear] <= is_val1;
                rs2_ready[rear] <= is_val2;
                rear <= -(~rear);
                is_commit[rear] <= 1'b0;
            end
            default:;
        endcase
        end
         if(front != rear || (front == rear && is_commit[front] == 1'b0))begin 
        if(rs1_ready[front]&&rs2_ready[front])begin
            if(ins[front]==6'd49 || ins[front]==6'd32||ins[front]==6'd33||ins[front]==6'd34||ins[front]==6'd35||ins[front]==6'd36||ins[front]==6'd37)begin
                is_commit[front] <= 1'b1;
                front <= -(~front);
                lsb_flag<=1'b0;
            end
            else begin
                lsb_op <= ins[front];
                lsb_rob_op<=ins[front];
                case(ins[front]) 
                    6'd0:begin
                        if(mem_ok)begin
                            tomem_flag <= 1'b0;
                            lsb_flag <= 1'b1;
                            rob_reorder <= ROB_idx[front];
                            lsb_val <={{24{val_in[7]}}, val_in[7:0]};
                            is_commit[front] <= 1'b1;
                            front <= -(~front);
                        end
                        else begin
                            lsb_flag <= 1'b0;
                            addr <= rs1_val[front] + rs2_val[front];
                            tomem_flag <= 1'b1; 
                        end
                    end
                    6'd1:begin
                        if(mem_ok)begin
                           tomem_flag <= 1'b0;
                            lsb_flag <= 1'b1;
                            rob_reorder <= ROB_idx[front];
                            lsb_val <= {{16{val_in[15]}},val_in[15:0]};
                            is_commit[front] <= 1'b1;
                            front <= -(~front); 
                        end
                        else begin
                            lsb_flag <= 1'b0;
                            addr <= rs1_val[front] + rs2_val[front];
                            tomem_flag <= 1'b1; 
                        end
                    end
                    6'd2:begin
                        if(mem_ok)begin
                            tomem_flag <= 1'b0;
                            lsb_flag <= 1'b1;
                            rob_reorder <= ROB_idx[front];
                            lsb_val <= val_in;
                            is_commit[front] <= 1'b1;
                            front <= -(~front); 
                        end
                        else begin
                            lsb_flag <= 1'b0;
                            addr <= rs1_val[front] + rs2_val[front];
                            tomem_flag <= 1'b1; 
                        end 
                    end
                    6'd3:begin
                        if(mem_ok)begin
                           tomem_flag <= 1'b0;
                            lsb_flag <= 1'b1;
                            rob_reorder <= ROB_idx[front];
                            lsb_val <= {24'b0,val_in[7:0]};
                            is_commit[front] <= 1'b1;
                            front <= -(~front); 
                        end
                        else begin
                            lsb_flag <= 1'b0;
                            addr <= rs1_val[front] + rs2_val[front];
                            tomem_flag <= 1'b1; 
                        end  
                    end
                    6'd4:begin
                        if(mem_ok)begin
                           tomem_flag <= 1'b0;
                            lsb_flag <= 1'b1;
                            rob_reorder <= ROB_idx[front];
                            lsb_val <= {16'b0,val_in[15:0]};
                            is_commit[front] <= 1'b1;
                            front <= -(~front); 
                        end
                        else begin
                            lsb_flag <= 1'b0;
                            addr <= rs1_val[front] + rs2_val[front];
                            tomem_flag <= 1'b1; 
                        end   
                    end
                    6'd5:begin
                        lsb_flag <= 1'b0;
                        if(mem_ok)begin
                            tomem_flag <= 1'b0;
                            is_commit[front] <= 1'b1;
                            front <= -(~front); 
                        end
                        else begin
                            addr <= rs1_val[front] + imm_val[front];
                            val_out <= {24'b0,rs2_val[front][7:0]};
                            tomem_flag <= 1'b1;
                        end   
                    end
                    6'd7:begin
                        lsb_flag <= 1'b0;
                        if(mem_ok)begin
                            tomem_flag <= 1'b0;
                            is_commit[front] <= 1'b1;
                            front <= -(~front); 
                        end
                        else begin
                            addr <= rs1_val[front] + imm_val[front];
                            val_out <= rs2_val[front];
                            tomem_flag <= 1'b1;
                        end   
                    end
                    6'd6:begin
                        lsb_flag <= 1'b0;
                        if(mem_ok)begin
                            tomem_flag <= 1'b0;
                            is_commit[front] <= 1'b1;
                            front <= -(~front); 
                        end
                        else begin
                            addr <= rs1_val[front] + imm_val[front];
                            val_out <= {16'b0,rs2_val[front][15:0]};
                            tomem_flag <= 1'b1;
                        end   
                    end
                    default begin
                        tomem_flag <= 1'b0;
                        lsb_flag <= 1'b0;
                    end
                endcase
            end 
        end
        else begin
        lsb_flag <=1'b0;
        tomem_flag <= 1'b0;
        end   
    end
    if(alu_flag)begin
        for(i = 0; i < 16; i = i + 1)begin
            if(is_commit[i] == 1'b0 && !rs1_ready[i]&&rs1_val[i]=={28'b0,alu_reorder})begin
                rs1_ready[i] <= 1'b1;
                rs1_val[i] <= alu_val;   
            end
            else;
            if(is_commit[i] == 1'b0 && !rs2_ready[i]&&rs2_val[i]=={28'b0,alu_reorder})begin
                rs2_ready[i] <= 1'b1;
                rs2_val[i] <= alu_val;
            end
            else ;
        end
    end
    else;
    if(lsb_flag)begin
        for(i = 0; i < 16; i = i + 1)begin
            if(is_commit[i] == 1'b0 && !rs1_ready[i]&&rs1_val[i]=={28'b0,rob_reorder})begin
                rs1_ready[i] <= 1'b1;
                rs1_val[i] <= lsb_val;   
            end
            if(is_commit[i] == 1'b0 && !rs2_ready[i]&&rs2_val[i]=={28'b0,rob_reorder})begin
                rs2_ready[i] <= 1'b1;
                rs2_val[i] <= lsb_val;
            end
            else ;
        end 
    end
    else;
    end
end
endmodule
### flow/constraint.sdc
current_design LSB

set clk_period 44.9
set clk_io_pct 0.2

create_clock -name clk0 -period $clk_period [get_ports {clk}]

set non_clock_inputs [all_inputs -no_clocks]
set_input_delay [expr $clk_period * $clk_io_pct] -clock clk0 $non_clock_inputs
set_output_delay [expr $clk_period * $clk_io_pct] -clock clk0 [all_outputs]
### flow/run.sh
#!/bin/bash
# OpenROAD 26Q1-2900-gdf79404cd8, Yosys 0.63+post, stock flow scripts
make -C /OpenROAD-flow-scripts/flow DESIGN_CONFIG=/design/flow/config.mk WORK_HOME=/design/flow/orfs finish
### flow/config.mk
export PLATFORM = sky130hd
export DESIGN_NAME = LSB
export DESIGN_NICKNAME = LSB
export VERILOG_FILES = /design/flow/design.v
export SDC_FILE = /design/flow/constraint.sdc
export NUM_CORES = 4
export LEC_CHECK = 1
export CORE_UTILIZATION = 30
==> reports/results.txt <==
Yosys top cell by area - edfxtp_1
Yosys Chip Area - 0.106 mm^2
Share of cells above drive strength 1 - 0.165
Most instantiated logic cells after routing - edfxtp_1, nand2_1, mux2i_1, and2_1
Most common reg cell - edfxtp_1
CP most frequent cell - clkdlybuf4s50_1
Finished Cell Area - 0.121 mm^2
DR WL/cell - 33.9 um
Chip area - 0.357 mm^2
Period utilization - 0.430
Final Hold Slack - 542 ps
Via count - 79900
CTS tree - done
Yosys Warn Count - 1
Sink Count - 1864
DP Worst Slack - 25650 ps
Outcome - finished clean
Layout filler cell count - 33500
Die Ht - 597 um
Crit path DRT - 35920 ps
IO Port Bufs - 303
First-pass GRT wire length - 635000 um
Worst slew pin tran - 1230 ps
Buf+Inv Stages, Crit Path - 2
GPL Wtd Cong - 1.04
CTS Root Cell - clkbuf_16
CP max stage delay - 600 ps
Most used logic cell in the final layout - edfxtp_1
WL final - 458000 um
Top Ports - 315
Post-synth area hogs - edfxtp_1, mux4_2, mux2i_1, and2_1, clkbuf_1
Clk latency of the worst-skew pair - 950 ps
Post CTS Setup Buffer Count - 0
Gate Count Post-Synth - 8721
Post-synthesis cell type count - 82
Ys async rst share - 0
Proportion of synthesized chip area in sequential cells - 0.521
Total global-route track usage - 0.268
Final setup TNS - 0 ps
Worst path cell trace - clkdlybuf4s50_1 > nor2b_1 > clkdlybuf4s50_1
Crit path DAT - 10320 ps
Worst path slowest cell - clkdlybuf4s50_1
H-tree depth - 4
Die Width - 597 um
Area of the core - 0.352 mm^2
Number of enable flip-flop cells - 1802
Area grow syn2layout - 14.0%
Antenna Nets Post-Route - 0
Mean Syn Cell Area - 12.2 um^2
DP Wirelength - 307000 um
Grt ovf - 0
Placed cell area - 0.115 mm^2
Clk_skew - 135 ps
Synth flops - 1864
Leak - 42.6 nW
Pin count of the biggest net entering global routing - 82
Setup violators final - 0
Max-Cap Viols - 0
FMAX - 51.8 MHz
Hold Crit Class - flop to flop
FP Util - 0.302
Number of global-route vias before repair - 82100
Fin util - 0.344
Critical Path End Type - output pin
Fin worst setup slack - 25600 ps
Standard-cell rows - 218
Initial antenna violation count - 80
Cell Pwr Density - 32.8 mW/mm^2
1st-iter DRT viols - 7847
Slew HR - 0.175
Total tool warning count - 47
Avg Vias per Cell - 5.90
Clock buffer depth - 4
Max-area cell share - 0.509
Post-CTS sizing - 0
Max VDD drop - 34.5 uV
Clock-pin slew on the worst setup and hold paths - 60 ps
Crit-path leading delay family - buffers and inverters
Max FO, Critical Path - 4
CTS Buf Count - 208
Cts-stage hold buffer count - 0
RSZ-0062 raised after global routing - false
# DRC - 0
Crit Path Class - input pin to output pin
Final hold vios - 0
CP Launch Type - input pin
Cell Area, Synth - 0.106 mm^2
Pins Over Slew Limit - 0
Yosys cell count - 8721
Final Critical Period - 19300 ps
Pre-antenna DRT Iters - 9
-- power breakdown --
group          internal (W)  total, W  switching, W
logic             0.0000901  0.000284      0.000194
clock network      0.000945   0.00167      0.000726
registers           0.00198   0.00202     0.0000409
total               0.00302   0.00398      0.000962
-- final cells by class --
class	count	area (um^2)	share of cell area
diodes	45	113	0.000930
clock inverters	107	920	0.00759
inverters	96	363	0.00300
flip-flops and latches	1864	55400	0.457
repair buffers	704	5950	0.0491
well taps	4730	5920	0.0489
multi-input cells	5721	47000	0.388
clock buffers	260	5490	0.0453
-- sequential cells by signal, indices dropped and copies added, names as in the netlist, 16 cells and up, named ones only --
register   cells
ins           96
addr          32
rs1_ready     16
rs2_ready     16
ROB_idx       64
rs1_val      512
lsb_val       32
val_out       32
is_commit     16
imm_val      512
rs2_val      512
-- worst reg2reg max path, stage by stage, from the launching register on --
cell and delay [ps]:
dfxtp_4 690, buf_4 640, buf_4 720, mux4_2 620, mux2i_1 230, mux2i_4 90
buf_4 280, or2_2 370, nand3_2 80, buf_4 550, mux2_2 500, ha_1 250
fa_1 490, a211oi_1 230, o21bai_1 130, a21oi_1 310, o211ai_1 180, a21oi_1 400
a211o_1 220, nand3b_1 120, a311oi_1 340, xnor2_1 110
-- worst paths after layout --
check	from	end	slack, ps	cells past startpoint
setup / recovery	mem_ok	flag	25600	3
hold / removal	rs1_ready[11]	rs1_ready[11]	540	2
setup reg to reg	flop	addr[30]	37130	21
hold reg to reg	rs1_ready[11]	rs1_ready[11]	540	2
-- kinds of logic (layout without fill, tap and decap cells) --
logic type / after synthesis / in the layout / synth area share
buffers and inverters: 1136 / 1167 / 0.0424
multiplexers: 1224 / 1224 / 0.179
XOR/XNOR: 299 / 299 / 0.0246
flip-flops: 1864 / 1864 / 0.521
other: 0 / 45 / 0
AND-OR/OR-AND: 1786 / 1786 / 0.116
adder cells (fa/ha/maj): 44 / 44 / 0.00525
AND/OR/NAND/NOR: 2368 / 2368 / 0.112
-- per-stage QoR --
stage,std cells,power (W)
after floorplan,8721,0.00219
after CTS,13500,0.00398
after detailed placement,13100,0.00233
after global placement,13100,0.00233
final,13500,0.00398
after global routing,13500,0.00407
-- synth_stat cells (15+ instances only) --
library cell / instances
nor3_1: 45
a22o_1: 32
mux2_2: 63
o211ai_1: 31
xor2_1: 192
clkbuf_1: 850
buf_1: 87
a21oi_1: 209
inv_1: 95
ha_1: 43
o2bb2ai_1: 224
o32ai_1: 193
a22oi_1: 135
nor2b_1: 15
and2_1: 628
nand3_1: 101
nand4_1: 40
o21ai_0: 549
edfxtp_1: 1802
buf_2: 73
and3_1: 41
nor2_1: 286
xnor2_1: 107
nor4_1: 294
o221ai_1: 37
mux2i_1: 628
mux4_2: 533
or2_2: 21
o31ai_1: 194
nand2_1: 837
a222oi_1: 41
dfxtp_1: 62
buf_4: 18
a21o_1: 56
-- layer usage --
layer,up-vias,track usage,share of wire
met5,-,0.0600,0.0059
met4,106,0.139,0.066
met3,1192,0.240,0.21
met2,6496,0.356,0.41
met1,38700,0.281,0.31
li1,33400,-,-
No activity file was given, so power comes from the tool's default toggle rates.
