[./design.v]
module ICache(
    input wire clk,rst,rdy,
    output reg [31 : 0] ins_ori,
    output reg          ins_flag, 
    input wire  [31 : 0] pc,
    input wire           pc_flag,
    output wire [31 : 0] pc_mem,
    output reg          pc_flag_mem,
    input wire  [31 : 0] ins_mem,
    input wire           ins_mem_flag
);
reg [512-1: 0]      valid;
reg [17:11]           tag   [512-1:0];
reg [31 : 0]          cache [512-1:0];
integer i;
wire is_hit = valid[pc[10: 2]] && tag[pc[10: 2]] == pc[17:11];
assign pc_mem = pc;
always @(posedge clk) begin
   if(rst)begin
    valid <= 512'b0;  
    pc_flag_mem <= 0;
    ins_flag <= 1'b0;
   end 
   else if(!rdy)begin
   end
    else begin
            if(pc_flag)begin
                if(is_hit)begin
                    ins_flag <= 1'b1;
                    ins_ori <= cache[pc[10: 2]];
                    pc_flag_mem <= 0;
                end
                else if(ins_mem_flag)begin
                    pc_flag_mem<=1'b0;
                    cache[pc[10: 2]] <= ins_mem;
                    valid[pc[10: 2]] <= 1'b1;
                    tag[pc[10: 2]]   <= pc[17:11];
                    ins_flag <= 1'b1;
                    ins_ori <= ins_mem;
                end
                else begin
                    ins_flag <= 1'b0;
                    pc_flag_mem <=  1'b1;  
                end
            end
            else begin
                ins_flag <= 1'b0;
                pc_flag_mem<= 1'b0;
            end
        end
    end
endmodule
[./config.mk]
export PLATFORM = sky130hd
export DESIGN_NAME = ICache
export DESIGN_NICKNAME = ICache
export VERILOG_FILES = /design/flow/design.v
export SDC_FILE = /design/flow/constraint.sdc
export NUM_CORES = 4
export LEC_CHECK = 1
export CORE_UTILIZATION = 40
export SYNTH_MEMORY_MAX_BITS = 65536
[./run.sh]
#!/bin/bash
# OpenROAD 26Q1-2900-gdf79404cd8, Yosys 0.63+post, stock flow scripts
make -C /OpenROAD-flow-scripts/flow DESIGN_CONFIG=/design/flow/config.mk WORK_HOME=/design/flow/orfs finish
[./constraint.sdc]
current_design ICache

set clk_period 387.3
set clk_io_pct 0.2

create_clock -name clk0 -period $clk_period [get_ports {clk}]

set non_clock_inputs [all_inputs -no_clocks]
set_input_delay [expr $clk_period * $clk_io_pct] -clock clk0 $non_clock_inputs
set_output_delay [expr $clk_period * $clk_io_pct] -clock clk0 [all_outputs]
==> results_slide.txt <==
Physical Implementation Snapshot

Floorplan
  • Cell Rows: 514
  • Core Area: 1960000 µm²
  • Pre-placement core utilization: 0.401
  • Die area: 1970000 µm²
  • Die width: 1400 µm
  • Io pins: 135
  • Die Y: 1400 µm

Setup path
  • Reg2Reg Setup Slack: 376.91 ns
  • Critical path cell sequence: buf_8 > clkdlybuf4s50_1
  • CP endpoint kind: output pin
  • Crit path launch type: input port
  • Slowest CP cell: clkdlybuf4s50_1
  • Buf/Inv on CP: 2
  • Worst setup path startpoint: pc[16]
  • Worst Path Arrival: 78.43 ns
  • Top Family by Delay on Critical Path: buffers and inverters
  • Delay of the slowest critical-path stage: 0.69 ns
  • Worst setup path end: pc_mem[16]
  • Reg-to-Reg Start: tag[275][4]
  • Crit path max fanout: 22
  • Reg2reg path depth: 19
  • Crit Path Class: input port to output pin
  • Worst R2R End: cache[207][29]
  • Crit path DRT: 309.84 ns
  • WP depth: 2

Route
  • DRC violations left: 0
  • Router iterations before antenna repair: 8
  • Average wire per standard cell: 39.7 µm
  • Detail Route Antenna Nets: 0
  • Initial drt markers: 29900
  • Vias: 383000
  • Post-Route WL: 2570000 µm
  • DR vias/cell: 5.92

Synth
  • Synth Instances: 33400
  • Seq share, synth: 0.777
  • Yosys stat area: 786000 µm²
  • Share of flip-flops with an asynchronous set or reset: 0
  • Yosys cell count: 33400
  • Mean post-synth cell area: 23.6 µm²
  • Yosys reg bits: 20500
  • Post-synth EDFFs: 20000
  • Unique cell types: 79
  • Syn. warnings: 1
  • Main flop type after synthesis: edfxtp_1
  • Cell Area, Synth: 786000 µm²

CTS
  • Max Root-Sink Buffers: 6
  • Setup bufs post-CTS: 0
  • # resized after CTS: 0
  • Hold_buf cts: 0
  • H-tree depth: 8
  • CTS Buf Count: 2157
  • CTS root buffer: clkbuf_16
  • Clk sinks: 20500
  • CTS tree: built
  • Worst-path clk slew: 0.06 ns
  • Clk latency of the worst-skew pair: 1.50 ns

Global routing
  • Initial antenna violation count: 346
  • First-pass GRT wire length: 3460000 µm
  • Total Routing Usage GR: 0.288
  • Largest net degree at the start of global routing: 184
  • Total gr overflow: 0
  • Number of global-route vias before repair: 419000

Final timing
  • Slew Viols, Final: 18
  • Final tally of setup violations: 0
  • Max-slew headroom: -0.0597
  • Min cycle time layout: 155.89 ns
  • Clk_skew: 0.156 ns
  • Fin. Hold Viols: 0
  • Post-route worst setup slack: 231.41 ns
  • Hold_ws: 0.455 ns
  • Tcrit/Tclk final: 0.402
  • RSZ-0062 raised after global routing: no
  • Setup TNS: 0 ns
  • Slew @ Worst Pin: 1.58 ns
  • Fmax: 0.00641 GHz

Placement
  • Dpl hpwl: 1600000 µm
  • Placed cell count: 60000
  • Place WS: 231.37 ns
  • Port Buffer Count: 102
  • Gpl congestion: 1.03

Cells and area
  • Storage element area: 611000 µm²
  • Post-Layout Cell Count: 64700
  • Layout filler cell count: 157000
  • Area Overhead vs Synth: 14.7%
  • Gate Area: 168000 µm²
  • Layout cells sized above 1: 0.318

Outcome
  • Violated checks: max-capacitance violations, max-slew violations
  • Status: complete, but fails checks

Power and ir drop
  • LEAKAGE: 278 nW
  • Max VDD drop: 0.00390 mV
  • Pwr Density: 5.18 nW/µm²

Worst hold path
  • Hold Crit Class: register to register
  • Hold path startpoint: valid[477]

Flow run
  • Log Warnings: 66
  • Max Cap Viol: 6
[routing by layer]
metal  routed length (µm)  up-vias  track usage
met4               177000      387        0.153
met2              1110000    33600        0.380
met1               647000   192000        0.263
met5                22900        -        0.117
met3               605000     5841        0.297
li1                     -   150000            -
[cells in the mapped netlist (8+ instances only)]
| cell | n | share of area |
|---|---|---|
| or3_1 | 23 | 0.00018 |
| nor2b_1 | 17 | 0.00014 |
| o21ai_0 | 99 | 0.00063 |
| o221ai_1 | 33 | 0.00037 |
| nand2b_1 | 357 | 0.0028 |
| nand2_1 | 584 | 0.0028 |
| a21oi_1 | 158 | 0.0010 |
| or3b_2 | 8 | 0.000089 |
| nand3b_1 | 8 | 0.000076 |
| a2111oi_0 | 24 | 0.00027 |
| o211ai_1 | 19 | 0.00018 |
| and2_0 | 9 | 0.000072 |
| clkbuf_1 | 704 | 0.0034 |
| mux2i_1 | 965 | 0.012 |
| o32ai_1 | 178 | 0.0020 |
| mux4_2 | 5856 | 0.17 |
| dfxtp_1 | 514 | 0.013 |
| or4_1 | 8 | 0.000076 |
| a22oi_1 | 198 | 0.0019 |
| mux2_2 | 57 | 0.00082 |
| a221oi_1 | 42 | 0.00047 |
| buf_1 | 240 | 0.0011 |
| nor4_1 | 24 | 0.00019 |
| a22o_1 | 41 | 0.00046 |
| o31ai_1 | 355 | 0.0034 |
| nand3_1 | 118 | 0.00075 |
| o2111ai_1 | 16 | 0.00018 |
| buf_2 | 772 | 0.0049 |
| a31oi_1 | 32 | 0.00025 |
| nor2_1 | 137 | 0.00065 |
| o22ai_1 | 358 | 0.0028 |
| buf_4 | 280 | 0.0027 |
| and3_1 | 9 | 0.000072 |
| buf_6 | 53 | 0.00076 |
| edfxtp_1 | 20000 | 0.76 |
| nand4_1 | 56 | 0.00045 |
| a211oi_1 | 49 | 0.00047 |
| nor4b_1 | 11 | 0.00012 |
| nor3_1 | 606 | 0.0039 |
| inv_1 | 188 | 0.00090 |
| o2bb2ai_1 | 12 | 0.00013 |
| and2_1 | 35 | 0.00028 |
[placed cells by master, fill, tap and decap left out, drive strengths merged, types with 357 or more instances in the layout]
cell type and count:
nand2 584, diode 953, clkinv 816, nand2b 357, clkbuf 2726, mux2i 965
nor3 606, mux4 5856, dfxtp 514, edfxtp 20000, o22ai 358, buf 2550
[worst min path at each step]
| stage | to | slack, ns | depth (start not counted) |
|---|---|---|---|
| global route | valid[462] | 0.47 | 2 |
| finish | valid[477] | 0.45 | 2 |
| CTS | valid[477] | 0.45 | 2 |
[worst register-to-register path, cell delays in order, from the launching register on]
cell and delay, ns:
edfxtp_1 0.37, mux4_2 0.46, and2_0 0.20, o41ai_4 1.25
buf_4 0.27, o221ai_1 0.19, a2111oi_2 0.87, o2111ai_2 0.29
buf_8 0.26, nor4_2 0.76, o211ai_1 0.33, nor4_4 0.42
buf_4 0.28, buf_4 0.77, buf_4 0.91, buf_4 0.81
buf_4 0.72, nor3_2 0.15, buf_4 0.29, buf_4 0.42
[state kept, by name (all words and copies together), names as in the netlist]
name	cells
ins_flag	1
tag	3584
ins_ori	32
cache	16384
valid	512
pc_flag_mem	1
[cell families (layout without fill, tap and decap cells)]
kind of cell / after synthesis / in the layout / share of synthesized area
xor+xnor: 7 / 7 / 0.0000780
fa+ha+maj: 4 / 4 / 0.0000637
simple gates: 2039 / 2039 / 0.0130
other cells: 0 / 953 / 0
buf+inv: 2244 / 6560 / 0.0138
compound gates: 1667 / 1667 / 0.0152
flops: 20500 / 20500 / 0.777
mux: 6881 / 6881 / 0.181
[power by group]
group          internal [mW]  switching [mW]  leakage (nW)
logic                 0.0807           0.178          62.0
registers               2.43        0.000216           184
clock network           1.12           0.854          32.4
[metrics by stage]
step | cell area (µm²) | util | total power, mW
CTS | 899000 | 0.459 | 4.69
floorplan | 786000 | - | 2.59
finish | 902000 | 0.460 | 4.67
detailed placement | 833000 | 0.425 | 2.73
global placement | 833000 | 0.425 | 2.73
global route | 901000 | 0.460 | 4.78
[area by class of cell]
type | count | area share
sequential | 20500 | 0.677
multi-input combinational | 10600 | 0.186
clock buffer | 2725 | 0.0637
tap | 26100 | 0.0362
timing repair buffer | 2604 | 0.0229
clock inverter | 1039 | 0.00994
antenna | 953 | 0.00264
inverter | 192 | 0.000831
No activity file was given, so power comes from the tool's default toggle rates.
